### flow/design.v
module Lab2_4_bit_RBS(input [3:0] A, B, input bin, output [3:0] D, output bout);
    wire b1, b2, b3;
    Lab2_full_sub   M1(A[0], B[0], bin, D[0], b1);
    Lab2_full_sub   M2(A[1], B[1], b1, D[1], b2);
    Lab2_full_sub   M3(A[2], B[2], b2, D[2], b3);
    Lab2_full_sub   M4(A[3], B[3], b3, D[3], bout);
endmodule
module Lab2_full_sub(input a, b, bin, output diff, bout);
    wire w1, w2, w3;
    Lab2_half_sub_gatelevel M1(a, b, w1, w2);
    Lab2_half_sub_gatelevel M2(w1, bin, diff, w3);
    or #(2)                 G1(bout, w2, w3);
endmodule
module Lab2_half_sub_gatelevel(input a, b, output diff, bout);
    wire    w1;
    not      G1(w1, a);
    and #(2) G2(bout, w1, b);
    xor #(4) G3(diff, a, b);
endmodule
### flow/run.sh
#!/bin/bash
# OpenROAD 26Q1-2900-gdf79404cd8, Yosys 0.63+post, stock flow scripts
make -C /OpenROAD-flow-scripts/flow DESIGN_CONFIG=/design/flow/config.mk WORK_HOME=/design/flow/orfs finish
### flow/config.mk
export PLATFORM = sky130hd
export DESIGN_NAME = Lab2_4_bit_RBS
export DESIGN_NICKNAME = Lab2_4_bit_RBS
export VERILOG_FILES = /design/flow/design.v
export SDC_FILE = /design/flow/constraint.sdc
export NUM_CORES = 4
export LEC_CHECK = 1
export CORE_AREA = 10 10 70 70
export DIE_AREA = 0 0 80 80
### flow/constraint.sdc
current_design Lab2_4_bit_RBS

set clk_period 3.8
set clk_io_pct 0.2

create_clock -name clk0 -period $clk_period

set non_clock_inputs [all_inputs -no_clocks]
set_input_delay [expr $clk_period * $clk_io_pct] -clock clk0 $non_clock_inputs
set_output_delay [expr $clk_period * $clk_io_pct] -clock clk0 [all_outputs]
==> flow_summary_export.csv <==
group,metric,value,unit
run_status,status,"completed",
drt,via_per_inst,1.65,
logic_synthesis,yosys.area.top_type,"fa_1",
pwr,p_clk_share,0,%
place,place_congestion,0.759,
worst_setup_path,crit_arrival,2.93,ns
global_routing,use_met3,0.795,%
clock_tree,cts-hold-fix-buffers,0,
pwr,vdd_ir_drop_max,30.6,µV
drt,drcViolationCount,0,
global_routing,grtUsageMet2,0.883,%
logic_synthesis,netlist_area,148,µm²
global_routing,grt_max_degree,2,
worst_setup_path,endpoint_kind,"primary output",
global_routing,grt_pass1_wl,496,µm
logic_synthesis,syn_avg_cell_area,8.20,µm²
worst_setup_path,crit_path_start,"A[0]",
place,dpl.hpwl,395,µm
pwr,p_sw_share,28.9,%
floorplanning,core-area,0.00342,mm²
job,warnings,32,
logic_synthesis,top_cells_by_area,"fa_1, inv_1, buf_4",
min_path,holdCritStartpoint,"B[3]",
floorplanning,dieArea,0.00640,mm²
timing,setup_viol,0,
global_routing,grt_use_total,1.02,%
logic_synthesis,yosys_cells,18,
floorplanning,fp.dieH,80,µm
drt,drt_iter0_markers,0,
finish,mostFrequentLayoutCell,"clkdlybuf4s50_1",
timing,relSlewSlack,93.5,%
timing,timing.hold.ws,2.38,ns
finish,final_cell_mix,"clkdlybuf4s50_1, inv_1, fa_2",
place,io_buffers,14,
pwr,seqPwrFrac,0,%
worst_setup_path,cp.required,3.04,ns
drt,totalWireLength,386,µm
drt,n_antenna_cell,0,
logic_synthesis,synth_top_area_share,54.2,%
global_routing,grt-ovfl-total,0,
drt,ant_nets,0,
place,dp_slack,-0.114,ns
floorplanning,initial_utilization,4.32,%
clock_tree,post_cts_buffers,0,
logic_synthesis,yosysUniqueCellTypes,3,
timing,min_period,3.69,ns
finish,num-fill-cells,411,
logic_synthesis,syn-instance-count,18,
finish,flop_area,0,µm²
worst_setup_path,crit_fanout,1,
global_routing,grt_pass1_vias,111,
timing,slew_violations,0,
global_routing,antenna_found_initial,0,
global_routing,grt_busiest_layer,"met1",
timing,finalSetupTns,0,ns
finish,drive_above_1_share,14.3,%
floorplanning,dieWidth,80,µm
pwr,pwr-share-comb,100.0,%
drt,routed-via-count,122,
pwr,p_sw,0.0105,mW
worst_setup_path,critPathLaunchType,"primary input",
timing,hold_viol,0,
finish,mi_logic_area,87.6,µm²
timing,setup_ws,0.107,ns
drt,first_pass_iters,1,
floorplanning,core.rowCount,21,
pwr,p_leak,0.135,nW
pwr,p_per_area,113,mW/mm²
pwr,intPower,0.0257,mW
timing,tightest_slew,0.0971,ns
logic_synthesis,yosys_area,148,µm²
job,drv_cap,0,
floorplanning,ios,14,
pwr,power,0.0362,mW
finish,clkbuf_count,0,
worst_setup_path,path_class,"in2out",
logic_synthesis,yosys_warnings,0,
timing,timing.fmax,271,MHz
finish,seq_cells,0,
timing,fin_crit_sh,97.2,%
min_path,hold_path.class,"in2out",
global_routing,grt_use_met1,1.74,%
logic_synthesis,postSynthSeqShare,0,%
drt,wl_per_cell,5.22,µm
finish,areaGrowthSynthToFinish,118,%
## repair_timing
item / CTS / global route
gates cloned: 0 / 0
resized: 2 / 3
pin swaps: 1 / 1
endpoints found under the setup margin: 1 / 2
## worst max-delay path, cell delays in order
cell	delay, ns
clkdlybuf4s50_1	0.49
fa_2	0.21
inv_2	0.04
fa_2	0.34
fa_1	0.36
inv_1	0.07
fa_2	0.41
dlygate4sd2_1	0.26
## cell usage after synthesis
cell	instances
inv_1	10
buf_4	4
fa_1	4
## per-stage QoR
stage	cell area [µm²]	cells	util, %
after floorplan	148	18	-
after global placement	315	74	9.23
after detailed placement	315	74	9.23
after CTS	317	74	9.27
after global routing	322	74	9.41
final	322	74	9.41
## layer usage
layer | part of all wire [%] | wire length, µm | up-vias
met5 | 0 | 0 | -
met4 | 0 | 0 | 0
met3 | 23 | 90 | 0
met2 | 17 | 67 | 14
met1 | 59 | 228 | 48
li1 | - | - | 60
## final cells by class
type                            instances  share of cell area, %
Timing Repair Buffer                   14                   43.2
Multi-Input combinational cell          4                   27.2
Tap cell                               46                   17.9
Inverter                               10                   11.7
## kinds of logic after synthesis
logic type	Yosys count	synth area share [%]
fa+ha+maj	4	54.2
buf+inv	14	45.8
## path summary, 6_finish.rpt
check                   to  cells past startpoint
worst max-delay path  D[3]                      8
worst min-delay path  D[3]                      4
## power by group through the flow
stage	logic, mW	registers, mW	clock network (mW)
4_1_cts	0.0369	0	0
6_report	0.0362	0	0
5_1_grt	0.0423	0	0
Power and IR drop assume default switching activity.

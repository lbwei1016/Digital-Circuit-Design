===== flow/config.mk =====
export PLATFORM = sky130hd
export DESIGN_NAME = Lab2_4_bit_BLS_dataflow
export DESIGN_NICKNAME = Lab2_4_bit_BLS_dataflow
export VERILOG_FILES = /design/flow/design.v
export SDC_FILE = /design/flow/constraint.sdc
export NUM_CORES = 4
export LEC_CHECK = 1
export CORE_AREA = 10 10 70 70
export DIE_AREA = 0 0 80 80

===== flow/constraint.sdc =====
current_design Lab2_4_bit_BLS_dataflow

set clk_period 3.8
set clk_io_pct 0.2

create_clock -name clk0 -period $clk_period

set non_clock_inputs [all_inputs -no_clocks]
set_input_delay [expr $clk_period * $clk_io_pct] -clock clk0 $non_clock_inputs
set_output_delay [expr $clk_period * $clk_io_pct] -clock clk0 [all_outputs]

===== flow/design.v =====
module Lab2_4_bit_BLS_dataflow(input [3:0] A, B, input bin, output [3:0] D, output bout);
    wire g0, g1, g2, g3, p0, p1, p2, p3, b1, b2, b3;
    assign g0 = !A[0] && B[0];
    assign g1 = !A[1] && B[1];
    assign g2 = !A[2] && B[2];
    assign g3 = !A[3] && B[3];
    assign p0 = !((A[0] && !B[0]) || (!A[0] && B[0]));
    assign p1 = !((A[1] && !B[1]) || (!A[1] && B[1]));
    assign p2 = !((A[2] && !B[2]) || (!A[2] && B[2]));
    assign p3 = !((A[3] && !B[3]) || (!A[3] && B[3]));
    assign b1 = g0 || (bin && p0);
    assign b2 = g1 || (b1 && p1);
    assign b3 = g2 || (b2 && p2);
    assign bout = g3 || (b3 && p3);
    assign D[0] = !((bin && !p0) || (!bin && p0));
    assign D[1] = !((b1 && !p1) || (!b1 && p1));
    assign D[2] = !((b2 && !p2) || (!b2 && p2));
    assign D[3] = !((b3 && !p3) || (!b3 && p3));
endmodule

===== flow/run.sh =====
#!/bin/bash
# OpenROAD 26Q1-2900-gdf79404cd8, Yosys 0.63+post, stock flow scripts
make -C /OpenROAD-flow-scripts/flow DESIGN_CONFIG=/design/flow/config.mk WORK_HOME=/design/flow/orfs finish

==> reports/qor.yml <==
hp-class: "in -> out"
final_cells: 72
yosys_area_sq_um: 110
rsz0062_at_grt: "no"
grt_max_degree: 2
setup_violations: 0
drive_gt1_share_pct: 15.4
gp_congestion: 0.735
postSynthSeqShare_pct: 0
fin_crit_ps: 3620
min_to: "D[3]"
holdBufCountCts: 0
hpwl_um: 513
synth_area_sq_um: 110
wl_um: 516
nClkBuffers: 0
diodes: 0
crit_arrival_ps: 2860
ios: 14
critical_path.max_stage_delay_ps: 540
wire_per_inst_um: 7.17
die_x_um: 80
grt_antenna_before_repair: 0
yosys_cells: 12
rows: 21
place_inst: 72
synth_cell_type_count: 2
hold_depth: 5
top_area_share_pct: 72.7
ant_nets: 0
seq_cell_count: 0
warnings: 32
cts_resized: 10
synthCells: 12
num_vias: 114
fp_util_pct: 3.22
core_area_sq_um: 3420
topCellsByArea: "fa_1, inv_1"
crit_path_frequent_cell: "fa_2"
crit_family: "adder cells"
io_buffers: 14
fmax_mhz: 276
worstMarginPinSlew_ps: 96.0
yosysTopAreaCell: "fa_1"
area_delta_synth_final_pct: 177
overflow: 0
grt_pass1_vias: 126
most_common_cell: "inv_1"
hold_viol_final: 0
grt_pass1_wl_um: 724
max-vdd-ir-drop_mv: 0.0145
die_y_um: 80
first_iter_violations: 3
status: "finished, final reports clean"
drt_drc_violations_left: 0
die_area_sq_um: 6400
grt_use_total_pct: 1.56
firstDrtPassIters: 2
critPathCaptureType: "output pin"
cts_setup_buffers: 0
maxSlewViolCount: 0
postLayoutCoreUtil_pct: 8.94
cp_max_fo: 1
avgViaCountPerCell: 1.58
drv_cap: 0
crit_chain: "dlygate4sd2_1, fa_2, fa_2, fa_2, fa_1, inv_1, buf_2"
p_leak_nw: 0.130
cpMaxStageDelayCell: "fa_1"
post-route-period-util_pct: 95.3
p_per_area_nw_per_um2: 115
worstHoldStart: "A[3]"
critPathKind: "in -> out"
critPathBufInv: 3
synthTopCellsByCount: "inv_1, fa_1"
slew-limit-headroom_pct: 93.6
worstPathRequired_ps: 3040
regArea_sq_um: 0
syn_area_per_cell_sq_um: 9.18
nFillCells: 409
ys_warn_count: 0
startpoint_type: "input pin"
-- per-layer routing --
layer | vias up | global-route usage (%) | wire [um]
li1 | 56 | - | -
met3 | 0 | 1.25 | 120
met1 | 48 | 2.08 | 219
met2 | 10 | 2.01 | 176
met4 | 0 | 0 | 0
met5 | - | 0 | 0
-- tightest hold or removal path: cells and delay by family --
family	cells	cell delay, ps
adder cells (fa/ha/maj)	1	150
buffers and inverters	4	590
-- how the worst max path moves through the flow --
stage	startpoint	to	slack, ps	cells after the start
after global routing	bin	D[3]	80	7
final	bin	D[3]	180	7
after CTS	bin	D[3]	160	7
-- cell families (layout without fill, tap and decap cells) --
logic type,Yosys count,after routing,synth area share [%]
buffers and inverters,8,22,27.3
adders and majority gates,4,4,72.7
-- power breakdown --
part           internal [W]  leakage, nW   total, W  switching (W)
sequential                0            0          0              0
clock                     0            0          0              0
combinational     0.0000242        0.130  0.0000350      0.0000108
total             0.0000242        0.130  0.0000350      0.0000108
-- through the flow --
stage | instance area [sq um] | setup slack (ps) | setup TNS (ps) | hold WS (ps) | total power [W]
detailed placement | 308 | -412 | -680 | 2580 | 0.0000386
global placement | 308 | -402 | -669 | 2580 | 0.0000380
finish | 305 | 178 | 0 | 2270 | 0.0000350
floorplan | 110 | 565 | 0 | 1630 | 0.00000791
CTS | 305 | 156 | 0 | 2280 | 0.0000363
global route | 305 | 81.8 | 0 | 2320 | 0.0000405
-- cell usage in the layout, fill, tap and decap left out --
cell type	Yosys	layout
fa_1	4	1
fa_2	0	3
inv_1	8	8
buf_2	0	1
dlygate4sd2_1	0	4
clkdlybuf4s50_1	0	9
-- area by class of cell --
type | instances | area [sq um] | area share, %
repair buffers | 14 | 130 | 42.6
multi-input cells | 4 | 87.6 | 28.7
well taps | 46 | 57.6 | 18.9
inverters | 8 | 30.0 | 9.84
Power and IR drop assume default switching activity.

## flow/run.sh

```bash
#!/bin/bash
# OpenROAD 26Q1-2900-gdf79404cd8, Yosys 0.63+post, stock flow scripts
make -C /OpenROAD-flow-scripts/flow DESIGN_CONFIG=/design/flow/config.mk WORK_HOME=/design/flow/orfs finish
```

## flow/constraint.sdc

```tcl
current_design Lab2_4_bit_BLS_gatelevel

set clk_period 3.1
set clk_io_pct 0.2

create_clock -name clk0 -period $clk_period

set non_clock_inputs [all_inputs -no_clocks]
set_input_delay [expr $clk_period * $clk_io_pct] -clock clk0 $non_clock_inputs
set_output_delay [expr $clk_period * $clk_io_pct] -clock clk0 [all_outputs]
```

## flow/design.v

```verilog
module Lab2_4_bit_BLS_gatelevel(input [3:0] A, B, input bin, output [3:0] D, output bout);
    wire p0, g0, p1, g1, p2, g2, p3, g3, b1, b2, b3;
    wire [3:0] A_comp;
    wire pb, ppb, pppb, ppppb;
    wire p1g0, p2g1, p3g2, p2p1g0, p3p2g1, p3p2p1g0;
    not     N1(A_comp[3], A[3]);
    not     N2(A_comp[2], A[2]);
    not     N3(A_comp[1], A[1]);
    not     N4(A_comp[0], A[0]);
    xor #(4)     Gx3(p3, A_comp[3], B[3]);
    and #(2)     Ga3(g3, A_comp[3], B[3]);
    xor #(4)     Gx2(p2, A_comp[2], B[2]);
    and #(2)     Ga2(g2, A_comp[2], B[2]);
    xor #(4)     Gx1(p1, A_comp[1], B[1]);
    and #(2)     Ga1(g1, A_comp[1], B[1]);
    xor #(4)     Gx0(p0, A_comp[0], B[0]);
    and #(2)     Ga0(g0, A_comp[0], B[0]);
    and #(2)     Gpb1(pb, bin, p0);
    and #(2)     Gpb2(ppb, bin, p0, p1);
    and #(2)     Gpb3(pppb, bin, p0, p1, p2);
    and #(2)     Gpb4(ppppb, bin, p0, p1, p2, p3);
    and #(2)     Gpg1(p1g0, p1, g0);
    and #(2)     Gpg2(p2g1, p2, g1);
    and #(2)     Gpg3(p3g2, p3, g2);
    and #(2)     Gpg4(p2p1g0, p2, p1, g0);
    and #(2)     Gpg5(p3p2g1, p3, p2, g1);
    and #(2)     Gpg6(p3p2p1g0, p3, p2, p1, g0);
    or #(2)      Gor1(b1, g0, pb);
    or #(2)      Gor2(b2, g1, p1g0, ppb);
    or #(2)      Gor3(b3, g2, p2g1, p2p1g0, pppb);
    or #(2)      Gor4(bout, g3, p3g2, p3p2g1, p3p2p1g0, ppppb);
    xnor #(4)    Gxn0(D[0], bin, p0);
    xnor #(4)    Gxn1(D[1], b1, p1);
    xnor #(4)    Gxn2(D[2], b2, p2);
    xnor #(4)    Gxn3(D[3], b3, p3);
endmodule
```

## flow/config.mk

```make
export PLATFORM = sky130hd
export DESIGN_NAME = Lab2_4_bit_BLS_gatelevel
export DESIGN_NICKNAME = Lab2_4_bit_BLS_gatelevel
export VERILOG_FILES = /design/flow/design.v
export SDC_FILE = /design/flow/constraint.sdc
export NUM_CORES = 4
export LEC_CHECK = 1
export CORE_AREA = 10 10 70 70
export DIE_AREA = 0 0 80 80
```

==> results_slide.txt <==
Flow Results at a Glance

Cells and area
  • Top cell excl fill/tap: clkdlybuf4s50_1
  • Final core occ: 0.118
  • Layout cell share with drive strength beyond 1: 0.222
  • Top Layout Cells: 12 x clkdlybuf4s50_1, 4 x inv_1, 4 x ha_1
  • Post-Layout Cell Count: 82
  • Flop area: 0 sq um
  • Syn-to-layout area delta: 131%
  • Clkbuf count: 0
  • Flops: 0

Floorplan
  • Starting density of the core: 0.0509
  • Die ar.: 6400 sq um
  • Row count: 21
  • Die X: 80 um
  • IO Pins: 14
  • Die span in y: 80 um
  • Core Box Area: 3420 sq um

Power
  • Switching share of power: 0.321
  • P_leak: 0.186 nW
  • P_int: 0.0452 mW
  • Power per cell area: 166 nW/um^2
  • Comb pwr share: 1.000
  • Sw Pwr: 0.0214 mW
  • Clock power share: 0
  • Peak supply drop: 23.6 uV
  • Flop pwr share: 0

Routing
  • Final ANT Viol Nets: 0
  • Vias: 175
  • Wirelength per Cell: 7.52 um
  • DRC violation count after routing: 0
  • Vias per cell: 2.13
  • Pre-antenna DRT Iters: 2
  • Initial DRC Count: 2
  • Routed WL: 617 um
  • Diodes inserted: 0

STA
  • Slew Limit Fails: 0
  • Minimum clock period: 3000 ps
  • Hold_ws: 1970 ps
  • Setup violations, final: 0
  • RSZ-0062 raised after global routing: no
  • Worst-Margin Slew: 153 ps
  • Endpoints failing hold: 0
  • Max_slew headroom: 0.898
  • Post-layout period usage: 0.969
  • Max Clock Freq: 0.333 GHz

Placement
  • Gpl congestion: 0.717
  • Placed instance count: 82
  • Detailed Place HPWL: 565 um
  • # port buffers: 14

Global route
  • Largest net degree at the start of global routing: 4
  • GR Overflow Total: 0
  • Global-route wire length before repair: 903 um
  • Total GRT Usage: 0.0178
  • Initial antenna violation count: 0
  • Vias in the first global route: 192

Synthesis
  • Post-synthesis sequential area ratio: 0
  • # Cells Yosys: 20
  • Post-Syn Area per Cell: 8.70 sq um
  • Synthesized area: 174 sq um
  • Yosys warns: 0
  • YS chip area: 174 sq um
  • Cell variety after synth: 10
  • Synthesized netlist cell count: 20

Worst setup path
  • Crit-path cells: clkdlybuf4s50_1 > ha_1 > ha_2 > o211ai_2 > nand2_2 > xnor2_2 > clkdlybuf4s50_1
  • Worst Setup SP: B[0]
  • Worst Path Class, Setup: in2out
  • CP Capture Type: output pin
  • Crit Path Max Fanout: 2
  • Largest delay share family, worst path: buffers and inverters
  • Critical Path AT: 2380 ps
  • WP depth: 7
  • Crit path buf inv count: 2
  • Critical Path RT: 2480 ps
  • Worst Setup EP: D[3]
  • Critical Path Most Common Cell: clkdlybuf4s50_1
  • Startpoint Class: input pin
  • CP peak stage delay: 480 ps
  • CP max-delay cell: clkdlybuf4s50_1

Clock tree
  • Hold-fix buffers, CTS: 0
  • Number of setup buffers added after CTS: 0

Run status
  • Status: finished, final reports clean

Run
  • Max-cap check violation count: 0
  • Tool Warnings: 33

Worst hold path
  • Hold crit path type: in2out
  • WHS Path Cells: 7
  • HP Start: A[0]
-- cells in the mapped netlist, drive strengths merged --
cell    number  area (sq um)
a21o         1          7.51
a21oi        1          8.76
fa           1          20.0
ha           5          62.6
inv          5          18.8
nand2        1          6.26
nand2b       1          6.26
o211ai       1          12.5
o21ai        1          5.00
xnor2        3          26.3
-- power groups by stage --
| stage | combinational, mW | clock (mW) | sequential (mW) |
|---|---|---|---|
| final | 0.0666 | 0 | 0 |
| after global routing | 0.0733 | 0 | 0 |
| after CTS | 0.0661 | 0 | 0 |
-- layer usage --
metal / GRT usage / share of wire
met1: 0.0212 / 0.43
met5: 0 / 0
met4: 0 / 0
met2: 0.0297 / 0.46
met3: 0.00909 / 0.11
-- cells by family after synthesis --
| group | count (synthesis) | synth area share |
|---|---|---|
| adders and majority gates | 6 | 0.475 |
| buffers and inverters | 5 | 0.108 |
| AOI/OAI and AO/OA | 4 | 0.194 |
| xor gates and xnor gates | 3 | 0.151 |
| and+or+nand+nor | 2 | 0.0720 |
-- worst min-delay path by stage --
| stage | end | slack (ps) |
|---|---|---|
| 4_1_cts | D[3] | 2330 |
| 5_1_grt | D[2] | 2050 |
| 6_report | D[2] | 1970 |
-- area by class of cell --
class	instances	area (sq um)
fill	401	3010
multi-input combinational	15	165
timing repair buffer	16	160
tap	46	57.6
inverter	5	18.8
-- metrics by stage --
step	total power, mW	setup TNS (ps)	cell area, sq um	setup WS (ps)
final	0.0666	0	402	96.3
after global routing	0.0733	0	402	5.38
after CTS	0.0661	0	389	13.0
after detailed placement	0.0650	-34.2	387	-25.8
after global placement	0.0641	0	387	12.0
after floorplan	0.0230	0	174	976
-- worst min-delay path, delay by kind of cell --
family | cells | cell delay (ps)
buffers and inverters | 3 | 330
AND-OR/OR-AND | 1 | 80
adder cells (fa/ha/maj) | 1 | 180
AND/OR/NAND/NOR | 1 | 80
XOR/XNOR | 1 | 70
-- repair_timing --
action | in CTS | in global routing
pin swaps | 0 | 4
gates resized | 2 | 4
setup endpoints to repair | 2 | 3
Power is estimated from default activity; no workload was simulated.
